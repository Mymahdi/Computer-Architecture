## design/flow/config.mk

```make
export PLATFORM = sky130hd
export DESIGN_NAME = Comparator
export DESIGN_NICKNAME = Comparator
export VERILOG_FILES = /design/flow/design.v
export SDC_FILE = /design/flow/constraint.sdc
export NUM_CORES = 4
export LEC_CHECK = 1
export CORE_AREA = 10 10 70 70
export DIE_AREA = 0 0 80 80
```

## design/flow/constraint.sdc

```tcl
current_design Comparator

set clk_period 2.7
set clk_io_pct 0.2

create_clock -name clk0 -period $clk_period

set non_clock_inputs [all_inputs -no_clocks]
set_input_delay [expr $clk_period * $clk_io_pct] -clock clk0 $non_clock_inputs
set_output_delay [expr $clk_period * $clk_io_pct] -clock clk0 [all_outputs]
```

## design/flow/design.v

```verilog
`timescale 1ns/1ns
module Comparator (A ,B , lt , gt);
input [7:0] A;
input [7:0] B;  
output lt;
output gt;
assign lt = (A > B) ? 1'b1 : 1'b0;
assign gt = (A > B) ? 1'b0 : 1'b1;
endmodule
```

## design/flow/run.sh

```bash
#!/bin/bash
# OpenROAD 26Q1-2900-gdf79404cd8, Yosys 0.63+post, stock flow scripts
make -C /OpenROAD-flow-scripts/flow DESIGN_CONFIG=/design/flow/config.mk WORK_HOME=/design/flow/orfs finish
```

==> impl_metrics.toml <==
# flow metrics
[synth]
common_cells = "8 x ha_1, 8 x inv_1, 3 x a21oi_1, 2 x nand4_1"
yosys.stat.seqShare_pct = 0
chip_area_estimate_from_yosys_synthesis_um2 = 213
synth.lib_cells_used.distinct = 12
netlist_instances = 29
post-synth-top-area-cell = "ha_1"
topCellsByArea = "ha_1 47%, inv_1 14%, a21oi_1 7.1%"
synthesis.area_per_instance_um2 = 7.33
yosys_warnings = 0
area_share_of_the_largest_cell_type_after_synthesis_pct = 47.1
synth_area_um2 = 213
ys_cells = 29

[route]
antennaDiodeCount = 0
vias = 253
post_drt_via_cell_ratio = 2.69
first_iter_violations = 8
drt_pre_antenna_iters = 3
postRouteWirelength_um = 784
postRouteAntennaNets = 0
drc_violations = 0
avgRoutedWirePerCell_um = 8.34

[final_timing]
report.final.slew_viol_count = 0
timing.final.crit_share_pct = 96.3
timing.final.hold_violations = 0
achievable-frequency_ghz = 0.385
worst_slack_ps = 99.5
final.setup.tns_ps = 0
maxSlewHeadroom_pct = 84.9
setup_violations = 0
worst_margin_pin_slew_ps = 225
grt_setup_unrepaired = "no"
post-route-min-period_ps = 2600

[layout]
proportion_of_layout_cells_with_a_drive_suffix_above_1_pct = 20.8
flop_area_um2 = 0
layout.sequential_cells = 0
final_core_util_pct = 15.2
clockBufferCount = 0
area_growth_pct = 145
design_area_um2 = 520

[floorplanning]
fp_util_pct = 6.23
floorplan.die.height_um = 80
floorplan.die_area_um2 = 6400
placementRows = 21
core_region_area_um2 = 3420
die_width_um = 80
design.portCount = 18

[worst_hold_path]
hold_class = "in -> out"
hold-path-cell-count = 7

[job]
total_tool_warning_count = 32
maxCapViolations = 0

[grt]
global_routing_usage_summed_across_all_routing_layers_pct = 2.68
via_count_of_the_first_global_routing_pass = 292
globalRoute.totalOverflow = 0
grt_antenna_before_repair = 0
largest_net_degree_at_the_start_of_global_routing = 4
grt_first_pass_wirelength_um = 1380

[placement]
dp_worst_setup_slack_ps = -167
place.port_buffers = 18
placed_cell_area_um2 = 450
gp_routability_congestion = 0.819

[status]
outcome = "finished, final reports clean"

[power_and_ir_drop]
cellPowerDensity_nw_per_um2 = 133
worst_ir_drop_vdd_v = 0.0000504
p_leak_nw = 0.218

[worst_setup_path]
path_class = "in -> out"
crit_path_start_kind = "primary input"
max_fo_critical_path = 3
worst-endpoint-arrival_ps = 2060
setup.worst_path.end_class = "output pin"
crit_required_ps = 2160

[clock_tree]
hold_buffers = 0
==> through the flow <==
stage	hold WS, ps	total power [mW]	cells
floorplan	1370	0.0239	29
global placement	2340	0.0599	93
detailed placement	2330	0.0603	93
CTS	2140	0.0615	94
global route	2040	0.0796	94
finish	1910	0.0694	94
==> logic make-up after synthesis <==
| logic type | share of synthesized area, % |
|---|---|
| buffers and inverters | 14.1 |
| and+or+nand+nor | 13.5 |
| AOI/OAI and AO/OA | 25.3 |
| adders and majority gates | 47.1 |
==> what timing repair did <==
action                                  4_1_cts  5_1_grt
pin swaps                                     2        2
hold endpoints to repair                      0        0
resized                                       5        8
endpoints found under the setup margin        2        2
setup buffers                                 1        0
==> worst paths after layout <==
check  slack, ps  start  to
min         1910   B[4]  gt
max          100   B[3]  lt
==> routing by layer <==
metal | global-route usage, % | wire length (µm)
met5 | 0 | 0
met4 | 0 | 0
met2 | 4.09 | 321
met3 | 1.36 | 94
met1 | 3.49 | 369
==> final cells by class <==
type,count,area (µm²)
Fill cell,391,2900
Multi-Input combinational cell,21,244
Timing Repair Buffer,19,189
Tap cell,46,57.6
Inverter,8,30.0
==> report_power, final <==
group / internal (mW) / switching [mW]
registers: 0 / 0
logic: 0.0450 / 0.0244
clock network: 0 / 0
total: 0.0450 / 0.0244
==> cell usage in the layout (no fill, tap or decap) <==
cell type	netlist	final
clkdlybuf4s50_1	0	15
ha_1	8	4
clkdlybuf4s15_1	0	1
inv_2	0	1
nor2b_4	0	1
o21a_1	1	1
nand2_1	1	1
or2_1	1	1
dlygate4sd2_1	0	1
ha_4	0	4
dlymetal6s2s_1	0	1
o21ai_1	1	1
nand4_1	2	2
buf_4	0	1
a21oi_1	3	3
a21oi_2	1	1
o21ai_2	0	1
inv_1	8	7
o211ai_2	1	1
==> worst max-delay path: stages <==
cell and delay [ps]:
clkdlybuf4s50_1 450, inv_1 40, ha_1 310, nand4_1 100, or2_1 260, o21a_1 110, dlygate4sd2_1 240
Power is estimated from default activity; no workload was simulated.
