$ cat design.v
`timescale 1ns/1ns
module Counter_6bit( PI , clk , C_inc , C_ld , C_clr, PO ,CO);
   input [5:0] PI ;
   input clk , C_inc , C_ld , C_clr;
   output reg [5:0] PO ;
   output CO;
 always@(posedge clk) begin
  if(C_clr) PO <= 6'b0;
    else begin
      if(C_ld) PO <= PI ;
      else if(C_inc)
            PO <= (PO + 1'b1);      
    end
  end
  assign CO = (~PO[4]&~PO[3]&~PO[2]&~PO[1]&~PO[0] &&  {PO[5]}) ? 1'b1:1'b0;
endmodule
$ cat run.sh
#!/bin/bash
# OpenROAD 26Q1-2900-gdf79404cd8, Yosys 0.63+post, stock flow scripts
make -C /OpenROAD-flow-scripts/flow DESIGN_CONFIG=/design/flow/config.mk WORK_HOME=/design/flow/orfs finish
$ cat config.mk
export PLATFORM = sky130hd
export DESIGN_NAME = Counter_6bit
export DESIGN_NICKNAME = Counter_6bit
export VERILOG_FILES = /design/flow/design.v
export SDC_FILE = /design/flow/constraint.sdc
export NUM_CORES = 4
export LEC_CHECK = 1
export CORE_AREA = 10 10 70 70
export DIE_AREA = 0 0 80 80
$ cat constraint.sdc
current_design Counter_6bit

set clk_period 2.4
set clk_io_pct 0.2

create_clock -name clk0 -period $clk_period [get_ports {clk}]

set non_clock_inputs [all_inputs -no_clocks]
set_input_delay [expr $clk_period * $clk_io_pct] -clock clk0 $non_clock_inputs
set_output_delay [expr $clk_period * $clk_io_pct] -clock clk0 [all_outputs]
==> flow_summary.toml <==
# implementation run metrics
[clock_network]
cts_tree = "built"
clock_sinks = 6
cts.clk_slew.worst_paths_ps = 50
clockBufferDepth = 2
htree_levels = 1
cts_root_buffer = "clkbuf_4"
cts_setup_buffers = 0
clkLatencyLatePin_ps = 240
numCtsBuffers = 3

[worst_setup_path]
critPathTopFamily = "simple AND/OR/NAND/NOR gates"
critPathBufInv = 1
worstPathMaxFanout = 4
criticalPathCategory = "reg -> out"
startpoint_type = "flop"
crit_path_top_delay_cell = "or4b_4"
cp_slowest_stage_delay_ps = 530
crit_arrival_ps = 1750
crit_required_ps = 1920
path_cells = "or4b_4, nor3_2, clkdlybuf4s50_1"
worst_setup_path_end_kind = "output port"

[cells_and_area]
nFillCells = 406
reg.largest.list = "PO (6)"
comb_area_um2 = 191.4
largest_reg_flops = 6
final_util = 0.1634
top_register = "PO"
final_cells = 100
final-seq-area_um2 = 122.6
syn2layout_area_growth_pct = 82.04
drive_gt1_frac = 0.1667

[power_and_ir_drop]
intPower_uw = 201.6
swShare = 0.2438
p_total_uw = 266.6
pwr-share-comb = 0.205
seqPwrFrac = 0.442
p_per_area_nw_per_um2 = 477.7
ir_worst_vdd_v = 0.0003486
switchingPower_uw = 64.97
clkPwrFrac = 0.353
power.leakage_nw = 0.1929

[sta]
skew_ps = 0.3726
drv_slew = 0
setup_viol = 0
hold_violations = 0
min_period_ps = 2231
slew_headroom = 0.8206
tightest_slew_ps = 267.5
fmax_ghz = 0.4482
grt_setup_unrepaired = "false"
fin_crit_sh = 0.9297
tns_ps = 0
hold_slack_ps = 535.1

[global_route]
grt_pass1_wl_mm = 1.690
grt_usage = 0.03335
first_global_vias = 364
grt_max_degree = 11
antenna_found_initial = 0
grt.overflow.total = 0

[synth]
yosysTopAreaCell = "dfxtp_1"
synth_seq_share = 0.3918
area_leaders = "dfxtp_1, xor2_1, a211oi_1"
syn_avg_cell_area_um2 = 8.758
ys_chip_area_um2 = 306.5
ys_cells = 35
yosys_warnings = 1
synth.top_cell.area_share = 0.3918
yosysUniqueCellTypes = 16
ys_ff = 6
netlist_instances = 35
synth_area_um2 = 306.5

[routing]
dr.pass1.iters = 4
routedWlPerCell_um = 10.19
via_per_inst = 3.170
wirelength_mm = 1.019
drt_iter0_drc = 8
diodes = 0
postRouteAntennaNets = 0
vias = 317
drc = 0

[run]
maxCapViolCount = 0
tool_warnings = 25

[placed_design]
dpl.cell_count = 97
portBuffers = 16
gp_congestion = 0.7438

[run_status]
outcome = "complete, no violations"

[min_path]
hp-class = "reg -> reg"

[die]
ios = 17
fp_util = 0.08974
die_h_um = 80
fp.coreArea_um2 = 3416
fp-row-count = 21
fp.dieW_um = 80
die-area_um2 = 6400
==> per-layer routing <==
metal  GRT usage  vias up  share of wire
li1            -      167              -
met1     0.04388      134           0.52
met4    0.001761        0              0
met3     0.02500        0           0.12
met5           0        -              0
met2     0.04414       16           0.35
==> final timing paths <==
kind                           start                 end  slack [ps]  cells past startpoint
hold reg to reg   PO[5]$_SDFFE_PP0P_  PO[5]$_SDFFE_PP0P_         540                      2
hold / removal    PO[5]$_SDFFE_PP0P_  PO[5]$_SDFFE_PP0P_         540                      2
setup reg to reg  PO[2]$_SDFFE_PP0P_  PO[5]$_SDFFE_PP0P_        1090                      3
setup / recovery  PO[4]$_SDFFE_PP0P_                  CO         170                      3
==> cell families after synthesis <==
logic type               synth area share
multiplexers                      0.03673
XOR/XNOR                           0.1143
adder cells (fa/ha/maj)           0.04081
buffers and inverters             0.01223
AND-OR/OR-AND                      0.1510
flip-flops                         0.3919
AND/OR/NAND/NOR                    0.2530
==> placed cells by master (no fill, tap or decap) <==
cell type,synthesis,routed
xor2_1,4,4
or4b_4,0,1
clkinv_1,1,1
nand4_2,1,1
clkbuf_4,0,3
o21ai_0,1,1
mux2_2,1,1
dfxtp_2,0,2
a311oi_1,1,1
dfxtp_1,6,4
nor3_2,0,1
ha_1,1,1
clkdlybuf4s50_1,0,16
nand4_1,1,1
a21oi_1,2,2
a211oi_1,3,3
nand2_1,6,6
or3_1,1,1
nor2_1,4,4
==> power groups by stage <==
stage	clock (mW)	combinational (mW)	sequential (mW)
after CTS	0.0976	0.0548	0.117
after global routing	0.104	0.0608	0.120
final	0.0941	0.0546	0.118
==> synth_stat cells, drive strengths merged <==
library cell	n
a211oi	3
or3	1
clkinv	1
o21ai	1
nand4	2
nand2	6
ha	1
a311oi	1
or4b	1
nor3	1
dfxtp	6
nor2	4
xor2	4
mux2	1
a21oi	2
==> area by class of cell <==
class | instances | area share
flip-flops and latches | 6 | 0.2197
repair buffers | 16 | 0.2870
clock buffers | 3 | 0.04036
inverters | 1 | 0.006726
well taps | 46 | 0.1031
multi-input cells | 28 | 0.3431
==> stage by stage <==
step	setup WS (ps)	instance area (um^2)
after detailed placement	264.7	524.3
after CTS	24.85	551.8
after global placement	284.5	524.3
after global routing	105.1	558.0
final	168.8	558.0
after floorplan	886.7	306.5
==> tightest hold or removal path, cell delays in order (launching register included) <==
cell and delay [ps]:
dfxtp_1 320, o21ai_0 70, a311oi_1 90
==> timing repair <==
| action | in CTS | in global routing |
|---|---|---|
| hold endpoints to repair | 0 | 0 |
| endpoints found under the setup margin | 1 | 1 |
| resized | 1 | 3 |
| hold buffers | 0 | 0 |
| pin swaps | 0 | 1 |
Power is estimated from default activity; no workload was simulated.
